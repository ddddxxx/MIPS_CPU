`flow/config.mk`:
```
export PLATFORM = sky130hd
export DESIGN_NAME = even_divider
export DESIGN_NICKNAME = even_divider
export VERILOG_FILES = /design/flow/design.v
export SDC_FILE = /design/flow/constraint.sdc
export NUM_CORES = 4
export LEC_CHECK = 1
export CORE_AREA = 10 10 95 95
export DIE_AREA = 0 0 105 105
```
`flow/constraint.sdc`:
```
current_design even_divider

set clk_period 4.5
set clk_io_pct 0.2

create_clock -name clk0 -period $clk_period [get_ports {in}]

set non_clock_inputs [all_inputs -no_clocks]
set_input_delay [expr $clk_period * $clk_io_pct] -clock clk0 $non_clock_inputs
set_output_delay [expr $clk_period * $clk_io_pct] -clock clk0 [all_outputs]
```
`flow/design.v`:
```
module even_divider (in, out);
    parameter frequency = 10;
    input in;
    output out;
    reg out = 0;
    reg [31:0] count = 0;
    assign halfCycle = (count==frequency/2-1);
    always @(posedge in) begin
        out <= out ^ halfCycle;
        count <= ~{32{halfCycle}} & (count+1);
    end
endmodule
```
`flow/run.sh`:
```
#!/bin/bash
# OpenROAD 26Q1-2900-gdf79404cd8, Yosys 0.63+post, stock flow scripts
make -C /OpenROAD-flow-scripts/flow DESIGN_CONFIG=/design/flow/config.mk WORK_HOME=/design/flow/orfs finish
```
==> run summary <==
status = complete, no violations
setup violators final = 0
Pre-antenna DRT Iters = 4
Post-CTS Setup Bufs = 0
power per cell area = 310 nW/um^2
row count = 30
yosys xor share = 0.193
max incr delay on CP = 470 ps
most used logic cell in the final layout = dfxtp_1
io pins = 2
Die ar. = 11000 um^2
metal3 WL = 78 um
ratio of cells with drive above 1 in the final layout = 0.0728
vias in the first global route = 975
clock slew at reported path FFs = 70 ps
area grow syn2layout = 15.1%
area fraction in compound gates = 0
Via density = 4.03
Peak Freq = 499 MHz
largest net degree at the start of global routing = 11
Worst VDD drop = 0.176 mV
aggregate global-route resource usage = 0.0467
critical-path cell list = clkdlybuf4s50_1
Switching Share = 0.206
initial drt markers = 62
drt wl/cell = 9.84 um
Setup Crit Path Kind = reg -> out
die height = 105 um
CP Capture Type = output pin
final RePlAce weighted congestion = 0.807
metal2 WL = 977 um
cell count listed in synth_stat.txt = 142
slowest stage cell, crit path = clkdlybuf4s50_1
simple-gate share of the synthesized area = 0.313
max_cap viols = 0
Detailed Route WL = 2430 um
Placed Cells incl. Taps = 239
final hold violation count = 0
Final Cycle Share = 0.445
area fraction in mux cells = 0
CTS tree = yes
CTS Hold Buffers Added = 0
Crit Path Max Fanout = 2
Avg Inst Size Synth = 9.93 um^2
Comb pwr share = 0
worst hold path type = reg -> reg
core region area = 6910 um^2
Critical Path RT = 3600 ps
met1 WL = 1300 um
Chip Width = 105 um
Int Pwr = 399 uW
worst slew pin tran = 717 ps
Routed Antenna Nets = 0
Yosys chip area = 1410 um^2
dominant kind of combinational cell = simple AND/OR/NAND/NOR gates
# port buffers = 1
Top cells excl fill/tap = 33 x dfxtp_1, 21 x xnor2_1, 14 x nand4_1, 11 x nand3_1
setup_tns = 0 ps
residual DRC count = 0
crit path DAT = 1100 ps
worst reg2reg setup slack = 2730 ps
sequential area share after synthesis = 0.469
synthesized cell area = 1410 um^2
htree depth = 2
CTS resizes = 0
Critical path buffers and inverters = 1
diode count = 0
Yosys reg bits = 33
yosys adder share = 0.0177
LEAKAGE = 0.544 nW
Max Slew Vio Count = 0
Skew-Pair Late Insertion Delay = 290 ps
final cell count without fillers = 247
post-synth cell types = 21
OpenROAD warning count = 26
root buf cell = clkbuf_8
Top Metal Used = met4
antenna violations before repair = 0
CTS sink cnt = 33
hpwl dp = 1740 um
synth warn = 2
fp_density = 0.204
cell family with most CP delay = buffers and inverters
min cycle time layout = 2000 ps
clock skew = 7.77 ps
crit start category = register
RSZ-0062 raised after global routing = false
Psw = 103 uW
first-pass GRT wire length = 4440 um
vias post-DR = 996
Fillers = 751
sequential share of power = 0.581
clk buf depth = 2
clock network fraction of total power = 0.419
post-synthesis cell count = 142
TritonCTS buffer count = 5
grt total ovfl = 0
max_slew headroom = 0.519
-- final timing paths --
path | startpoint | end | depth (start not counted)
worst max-delay path | out$_DFF_P_ | out | 1
worst min-delay path | out$_DFF_P_ | out$_DFF_P_ | 1
worst max register to register | count[3]$_DFF_P_ | count[15]$_DFF_P_ | 4
worst min register to register | out$_DFF_P_ | out$_DFF_P_ | 1
-- worst register-to-register path, cell delays in order, from the launching register on --
cell,delay (ps)
dfxtp_1,490
nand4_4,170
nor3_1,640
nand4_1,200
xnor2_1,150
-- per-stage QoR --
stage | worst slack (ps) | hold WS (ps) | total power, mW | area [um^2] | utilization
4_1_cts | 2480 | 460 | 0.509 | 1620 | 0.235
3_3_place_gp | 2800 | 441 | 0.299 | 1540 | 0.223
5_1_grt | 2460 | 496 | 0.521 | 1620 | 0.235
6_report | 2500 | 459 | 0.502 | 1620 | 0.235
2_1_floorplan | 2920 | 409 | 0.299 | 1410 | -
3_5_place_dp | 2760 | 451 | 0.299 | 1540 | 0.223
-- kinds of logic (layout without fill, tap and decap cells) --
logic type | count (synthesis) | after routing
adder cells (fa/ha/maj) | 2 | 2
flip-flops | 33 | 33
AND/OR/NAND/NOR | 73 | 73
XOR/XNOR | 31 | 31
buffers and inverters | 3 | 12
-- flip-flops by register name (all words and copies together), names as in the netlist --
register,flops
count,32
out,1
-- cell type report --
type                    count  area [um^2]  area share
clock buffers               6         72.6      0.0447
clock inverters             2         10.0     0.00617
inverters                   3         11.3     0.00694
multi-input cells         106          738       0.455
flip-flops and latches     33          661       0.407
well taps                  96          120      0.0740
repair buffers              1         10.0     0.00617
-- synthesized netlist by cell type (all sizes together) --
cell type,instances,share of area
nor4b,2,0.012
nor2,9,0.024
xor2,10,0.062
ha,2,0.018
inv,3,0.0080
nand4,15,0.077
xnor2,21,0.13
nand3,11,0.039
and3,3,0.013
dfxtp,33,0.47
or4,1,0.0080
nor2b,1,0.0044
nor4,8,0.046
and4,5,0.032
nor3,6,0.021
nand2,10,0.027
and2,2,0.0089
-- power groups by stage --
stage / registers [mW] / logic [mW] / clock network, mW
finish: 0.292 / 0.000000233 / 0.210
global route: 0.292 / 0.000000233 / 0.229
CTS: 0.292 / 0.000000233 / 0.217
-- layer usage --
layer | global-route usage | up-vias
li1 | - | 529
met4 | 0.0118 | 0
met5 | 0 | -
met1 | 0.0677 | 453
met2 | 0.0672 | 6
met3 | 0.0124 | 8
Power is estimated from default activity; no workload was simulated.
